**design.v**
```verilog
module add #(
    parameter width = 12  
) (
    input sus,  
    input [width-1:0] a,
    input [width-1:0] b,
    output [width:0] sum
);
    assign sum = sus ? ($signed(a) + $signed(b)) : (a + b);
endmodule
module local_mac(
    input sus,
    input [95:0] nW0,            
    input [95:0] nW1,            
    input [7:0] nX0,             
    input [7:0] nX1,             
    output wire [14:0] mac_out
);
    wire [11:0] mult_out [0:7];
    wire [12:0] add1_out [0:3];
    wire [13:0] add2_out [0:1];
    genvar i;
    generate
        for (i = 0; i < 8; i = i + 1) begin : oai_array
            oai_mult mult_inst (
                .weight_a(nW0[i*12+:12]),         
                .weight_b(nW1[i*12+:12]),         
                .input_c({12{nX0[i]}}),          
                .input_d({12{nX1[i]}}),          
                .result(mult_out[i])            
            );
        end
    endgenerate
    add #(.width(12)) add_stage1_0 (.sus(sus), .a(mult_out[0]), .b(mult_out[1]), .sum(add1_out[0]));
    add #(.width(12)) add_stage1_1 (.sus(sus), .a(mult_out[2]), .b(mult_out[3]), .sum(add1_out[1]));
    add #(.width(12)) add_stage1_2 (.sus(sus), .a(mult_out[4]), .b(mult_out[5]), .sum(add1_out[2]));
    add #(.width(12)) add_stage1_3 (.sus(sus), .a(mult_out[6]), .b(mult_out[7]), .sum(add1_out[3]));
    add #(.width(13)) add_stage2_0 (.sus(sus), .a(add1_out[0]), .b(add1_out[1]), .sum(add2_out[0]));
    add #(.width(13)) add_stage2_1 (.sus(sus), .a(add1_out[2]), .b(add1_out[3]), .sum(add2_out[1]));
    add #(.width(14)) add_stage3_0 (.sus(sus), .a(add2_out[0]), .b(add2_out[1]), .sum(mac_out));
endmodule
module oai_mult (
    input      [11:0]       weight_a,  
    input      [11:0]       weight_b,  
    input      [11:0]       input_c,   
    input      [11:0]       input_d,   
    output     [11:0]       result     
);
    wire [11:0] extended_c = {12{input_c}};
    wire [11:0] extended_d = {12{input_d}};
    assign result = ~((weight_a | extended_c) & (weight_b | extended_d));
endmodule
```
**run.sh**
```bash
#!/bin/bash
# OpenROAD 26Q1-2900-gdf79404cd8, Yosys 0.63+post, stock flow scripts
make -C /OpenROAD-flow-scripts/flow DESIGN_CONFIG=/design/flow/config.mk WORK_HOME=/design/flow/orfs finish
```
**config.mk**
```make
export PLATFORM = sky130hd
export DESIGN_NAME = local_mac
export DESIGN_NICKNAME = local_mac
export VERILOG_FILES = /design/flow/design.v
export SDC_FILE = /design/flow/constraint.sdc
export NUM_CORES = 4
export LEC_CHECK = 1
export CORE_AREA = 10 10 146 146
export DIE_AREA = 0 0 156 156
```
**constraint.sdc**
```tcl
current_design local_mac

set clk_period 19.4
set clk_io_pct 0.2

create_clock -name clk0 -period $clk_period

set non_clock_inputs [all_inputs -no_clocks]
set_input_delay [expr $clk_period * $clk_io_pct] -clock clk0 $non_clock_inputs
set_output_delay [expr $clk_period * $clk_io_pct] -clock clk0 [all_outputs]
```
==> ds_physical_params.txt <==
Physical design parameters

Parameter                              Value

Clocking
  Resized cells post-CTS .................. 0
  Number of buffers inserted to repair setup after CTS .................. 0
  Number of buffers inserted by hold repair at cts .................. 0

Critical path
  Highest fanout seen on the critical path .................. 12
  Endpoint arrival time on the critical path .................. between 9 and 10 ns
  Worst path required time .................. 15.52 ns
  CP delay by family, top .................. AND-OR/OR-AND gates
  Crit path buffers/inverters .................. 2
  Slowest cell on the critical path .................. sky130_fd_sc_hd__clkdlybuf4s50_1
  Longest individual stage delay on the worst path .................. 0.77 ns
  Type of element capturing the critical path .................. primary output
  Setup CP Type .................. in -> out
  Ordered list of cells on the worst path .................. clkdlybuf4s50_1, o22ai_1, ha_1, fa_1, a21o_1, a21boi_1, nor2_1, nor2_1, xnor2_1, ha_1, a2111oi_2, nor2_1, xor2_1, ha_1, a211o_2, o221a_4, nor3_4, nor2_2, o311ai_2, clkdlybuf4s50_1
  CP startpoint kind .................. input pin

Timing
  Slew Limit Fails .................. 0
  Highest attainable clock frequency .................. 74.9 MHz
  Setup repair after global routing missed its margin .................. no
  Period utilization .................. 0.688
  Setup TNS after final layout .................. 0 ns
  Final setup margin .................. 6.04 ns
  Crit path time final .................. 13.36 ns
  Slew at the pin closest to its max-slew limit .................. roughly 0.52 ns
  Final setup violating endpoints .................. 0
  Worst slew margin .................. 0.651
  Final tally of hold violations .................. 0

Route
  Antenna-violating nets left .................. 0
  Detailed-route via count .................. 5150
  First-pass DRT Iterations .................. 4
  Total Routed Length .................. 16.0 mm
  Total inserted antenna cells .................. 0
  Wirelength per Cell .................. 15.5 um
  Detail-routed via count per cell .................. 5.00
  Remaining DRCs .................. 0
  Starting DRC count in detailed routing .................. ~170

Finish
  Proportion of layout cells with a drive suffix above 1 .................. 0.0162
  Flop count .................. 0
  Fin cells .................. 1031
  Count of clock-net buffers in the final layout .................. 0
  FF+latch area .................. 0 sq um
  Fill cell instance count of the final layout .................. between 1500 and 2000
  Syn-to-layout area delta .................. 55.6%

Logic synthesis
  Number of standard cells after synthesis .................. 599
  Dominant cells by area after synthesis .................. sky130_fd_sc_hd__ha_1, sky130_fd_sc_hd__o22ai_1, sky130_fd_sc_hd__xnor2_1
  Number of cells in the yosys synthesis report .................. approximately 600
  Tally of yosys warning messages .................. 1
  Area share of the leading cell type in the synthesized netlist .................. 0.250
  Mean post-synth cell area .................. between 7 and 8 sq um
  Share of the yosys chip area belonging to registers .................. 0
  Library cell with the largest summed area after synthesis .................. sky130_fd_sc_hd__ha_1
  Post-Synthesis Cell Area .................. roughly 4400 sq um
  Distinct cell type count after synthesis .................. 55
  Summed standard-cell area reported by yosys .................. 4400 sq um

Die
  Chip height .................. 156 um
  Core footprint .................. 18100 sq um
  IO Count .................. approximately 220
  Initial Util .................. 0.243
  FP Rows .................. 49
  Width of the die .................. 156 um
  Floorplan die area .................. ~24000 sq um

Job
  Total of max-cap violations .................. 0
  OpenROAD warning count .................. 33

Pwr
  Power per cell area .................. 171 nW/um^2
  Max IR drop VDD .................. about 110 uV
  Static leakage .................. 0.00286 uW

Placed design
  Placed insts .................. 1031
  Minimum setup slack after placement .................. about 6.0 ns
  Count of buffers from port buffering .................. ~220
  Weighted congestion at the end of routability-driven global placement .................. 0.831
  Detailed-placement wirelength estimate .................. between 10 and 15 mm

GRT
  Number of global-route vias before repair .................. ~5300
  First-pass GRT wire length .................. 25.2 mm
  Maximum number of pins on one net before global-route repair .................. 13
  Global route total overflow .................. 0
  Number of antenna violations at the first check in global routing .................. 0
  Gr usage total .................. 0.124

Worst hold path
  Worst Hold Class .................. in -> out

Outcome
  Run status .................. finished, final reports clean
cell type report:
class	count	area [sq um]	area share
Tap cell	229	287	0.0419
Inverter	23	86.3	0.0126
Timing Repair Buffer	223	2230	0.326
Multi-Input combinational cell	556	4240	0.619
layer usage:
metal / vias to the layer above / part of all wire / track usage
met5: - / 0 / 0
met4: 0 / 0.0016 / 0.00180
met3: 2 / 0.062 / 0.0252
met2: 126 / 0.48 / 0.222
met1: 2276 / 0.46 / 0.159
li1: 2746 / - / -
per-stage QoR:
stage	total power (uW)	utilization	hold WS, ns	area [sq um]
floorplan	694	-	8.19	4400
global placement	1190	0.378	9.22	6840
detailed placement	1190	0.378	9.22	6840
CTS	1200	0.378	9.22	6840
global route	1310	0.378	9.26	6840
finish	1170	0.378	9.19	6840
kinds of logic (layout without fill, tap and decap cells):
family	Yosys count	count (layout)	synth area share
buf+inv	43	246	0.0367
fa+ha+maj	95	95	0.282
compound gates	269	269	0.407
xor+xnor	66	66	0.131
simple gates	126	126	0.143
Yosys cell counts (13+ instances only):
cell and instances:
sky130_fd_sc_hd__a21o_1 35, sky130_fd_sc_hd__a21oi_1 44, sky130_fd_sc_hd__clkbuf_1 19, sky130_fd_sc_hd__ha_1 88
sky130_fd_sc_hd__inv_1 23, sky130_fd_sc_hd__nand2_1 19, sky130_fd_sc_hd__nor2_1 48, sky130_fd_sc_hd__o21a_1 13
sky130_fd_sc_hd__o21ai_0 23, sky130_fd_sc_hd__o22ai_1 98, sky130_fd_sc_hd__xnor2_1 48, sky130_fd_sc_hd__xor2_1 18
cells in the final DEF, fill, tap and decap left out, types with 4 or more instances in the layout:
cell,n
sky130_fd_sc_hd__clkdlybuf4s50_1,223
sky130_fd_sc_hd__o22ai_1,98
sky130_fd_sc_hd__ha_1,88
sky130_fd_sc_hd__nor2_1,48
sky130_fd_sc_hd__xnor2_1,48
sky130_fd_sc_hd__a21oi_1,44
sky130_fd_sc_hd__a21o_1,35
sky130_fd_sc_hd__inv_1,23
sky130_fd_sc_hd__o21ai_0,23
sky130_fd_sc_hd__nand2_1,19
sky130_fd_sc_hd__xor2_1,18
sky130_fd_sc_hd__o21a_1,13
sky130_fd_sc_hd__nor3_1,11
sky130_fd_sc_hd__nand3_1,10
sky130_fd_sc_hd__o21ai_1,8
sky130_fd_sc_hd__nor2b_1,8
sky130_fd_sc_hd__nor4_1,7
sky130_fd_sc_hd__a211oi_1,7
sky130_fd_sc_hd__fa_1,7
sky130_fd_sc_hd__o31ai_1,6
sky130_fd_sc_hd__o21bai_1,5
sky130_fd_sc_hd__nand2b_1,4
sky130_fd_sc_hd__a211o_1,4
power by group:
part	switching, uW	internal, uW
Clock	0	0
Sequential	0	0
Combinational	533	637
path summary, 6_finish.rpt:
path	start	end	depth (start not counted)
setup / recovery	nX0[3]	mac_out[12]	20
hold / removal	nW1[12]	mac_out[0]	6
Power figures rest on the tool's default switching activity, not on a simulated workload.
