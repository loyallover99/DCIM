==> flow/design.v <==
module add #(
    parameter width = 12  
) (
    input sus,  
    input [width-1:0] a,
    input [width-1:0] b,
    output [width:0] sum
);
    assign sum = sus ? ($signed(a) + $signed(b)) : (a + b);
endmodule
module s_cla (
    input [23:0] a,
    input [23:0] b,
    input cin,
    output [23:0] sum
);
    wire [23:0] p, g;        
    wire [5:0] P, G;         
    wire [24:0] c;           
    genvar i;
    generate
        for (i = 0; i < 24; i = i + 1) begin : bit_level_pg
            assign p[i] = a[i] ^ b[i];
            assign g[i] = a[i] & b[i];
        end
    endgenerate
    genvar j;
    generate
        for (j = 0; j < 6; j = j + 1) begin : group_level_pg
            localparam base = j * 4;
            assign G[j] = g[base+3] | (p[base+3] & g[base+2]) | (p[base+3] & p[base+2] & g[base+1]) | (p[base+3] & p[base+2] & p[base+1] & g[base+0]);
            assign P[j] = p[base+3] & p[base+2] & p[base+1] & p[base+0];
        end
    endgenerate
    assign c[0] = cin;
    assign c[4] = G[0] | (P[0] & c[0]);
    assign c[8] = G[1] | (P[1] & c[4]);
    assign c[12] = G[2] | (P[2] & c[8]);
    assign c[16] = G[3] | (P[3] & c[12]);
    assign c[20] = G[4] | (P[4] & c[16]);
    genvar k;
    generate
        for (k = 0; k < 6; k = k + 1) begin : internal_carries
            localparam base = k * 4;
            assign c[base+1] = g[base+0] | (p[base+0] & c[base]);
            assign c[base+2] = g[base+1] | (p[base+1] & g[base+0]) | (p[base+1] & p[base+0] & c[base]);
            assign c[base+3] = g[base+2] | (p[base+2] & g[base+1]) | (p[base+2] & p[base+1] & g[base+0]) | (p[base+2] & p[base+1] & p[base+0] & c[base]);
        end
    endgenerate
    genvar m;
    generate
        for (m = 0; m < 24; m = m + 1) begin : final_sum
            assign sum[m] = p[m] ^ c[m];
        end
    endgenerate
endmodule
module se_cla (
    input [26:0] a,          
    input [50:0] b,          
    output [50:0] sum
);
    wire [50:0] a_extended;
    wire [26:0] low_sum;
    wire low_carry;
    wire [23:0] high_sum;
    assign a_extended = {{24{a[26]}}, a};
    add #(.width(27)) low_adder (
        .sus(1'b1),  
        .a(a[26:0]),
        .b(b[26:0]),
        .sum({low_carry, low_sum})
    );
    s_cla high_adder (
        .a(a_extended[50:27]),
        .b(b[50:27]),
        .cin(low_carry),
        .sum(high_sum)
    );
    assign sum = {high_sum, low_sum};
endmodule
==> flow/run.sh <==
#!/bin/bash
# OpenROAD 26Q1-2900-gdf79404cd8, Yosys 0.63+post, stock flow scripts
make -C /OpenROAD-flow-scripts/flow DESIGN_CONFIG=/design/flow/config.mk WORK_HOME=/design/flow/orfs finish
==> flow/config.mk <==
export PLATFORM = sky130hd
export DESIGN_NAME = se_cla
export DESIGN_NICKNAME = se_cla
export VERILOG_FILES = /design/flow/design.v
export SDC_FILE = /design/flow/constraint.sdc
export NUM_CORES = 4
export LEC_CHECK = 1
export CORE_AREA = 10 10 108 108
export DIE_AREA = 0 0 118 118
==> flow/constraint.sdc <==
current_design se_cla

set clk_period 30.6
set clk_io_pct 0.2

create_clock -name clk0 -period $clk_period

set non_clock_inputs [all_inputs -no_clocks]
set_input_delay [expr $clk_period * $clk_io_pct] -clock clk0 $non_clock_inputs
set_output_delay [expr $clk_period * $clk_io_pct] -clock clk0 [all_outputs]
==> deck_impl_summary.md <==
Run Summary

Floorplan
  • Die X: 118 µm
  • Row count: 35
  • Die ar.: 13,900 µm²
  • Die Y: 118 µm
  • Total I/O pin count: 129
  • Pre-placement core utilization: 27.0%
  • Core area: 9280 µm²

Synthesis
  • Cell count in the Yosys report: 343
  • Most numerous cell in the Yosys netlist: ha_1
  • Synth Seq Share: 0%
  • Post-synth top cells: ha_1 (50), inv_1 (38), nor2_1 (36), a21oi_1 (31), xnor2_1 (27)
  • Synth area leader: ha_1
  • Main area contributors: ha_1 (25%), xnor2_1 (9.4%), a21oi_1 (6.2%), inv_1 (5.7%), fa_1 (5.6%)
  • Netlist cell types: 50
  • YS warnings: 0
  • Yosys chip area: 2510 µm²
  • Syn Area/Cell: 7.31 µm²
  • Post-synthesis cell count: 343
  • Cell area after synthesis: 2510 µm²
  • Share of the synthesized area in the top cell type: 25.0%

Detailed routing
  • Post-route DRC violation count: 0
  • Initial drt markers: 113
  • First drt pass iteration count: 4
  • Final antenna diode count: 0
  • Via/cell ratio: 4.77
  • Routed WL: 8240 µm
  • Post-route ant nets: 0
  • Vias: 2,872
  • WL/cell: 13.7 µm

Worst setup path
  • Critical path class: primary input to primary output
  • Crit. End Element: primary output
  • Crit path launch type: primary input
  • Slowest cell on crit path: or4_4
  • Data arrival time of the worst path: 9.93 ns
  • Critical path peak fanout: 26
  • Slowest Stage Delay on Critical Path: 0.55 ns
  • Crit path cell chain: clkdlybuf4s50_1, buf_4, ha_1, nand2_2, or4_4, o21bai_1, a31oi_2, o31ai_2, a31oi_2, and2_1, o21a_1, nor2_1, fa_1, xnor2_1, clkdlybuf4s50_1
  • Critical path buffer and inverter count: 3
  • Delay-heaviest family, CP: buffers and inverters
  • Critical Path RT: 24.48 ns

Clock tree
  • Post-CTS Setup Bufs: 0
  • Post_cts resized: 0
  • Hold buffer count at cts: 0

Place
  • Pre-CTS WS: 14.53 ns
  • Buffers on Ports: 129
  • GP Congestion: 0.908
  • Placed wire-length estimate: 7550 µm

Job
  • # Max-Cap Violations: 0
  • Log Warnings: 32

Power and ir drop
  • Sw power: 34.5 µW
  • Clock share of power: 0%
  • Comb power frac: 100.0%
  • Flop pwr share: 0%
  • Leak: 0.00171 µW
  • PD cells: 22.4 nW/µm²
  • Switching Share: 38.8%
  • VDD IR max: 0.00000798 V
  • Internal: 54.4 µW

STA
  • Highest Clock Rate: 62.3 MHz
  • RSZ-0062 raised after global routing: false
  • Max_slew headroom: 52.2%
  • Final Cycle Share: 52.4%
  • Worst Tran Pin Value: 0.711 ns
  • Worst setup margin: 14.55 ns
  • Final hold viol count: 0
  • Min Clock Period, post-route: 16.05 ns
  • Final slew viol count: 0
  • Setup Viol. Count Final: 0
  • Min Hold Slack: 13.27 ns
  • Final TNS setup: 0 ns

Final layout
  • Synth-to-layout area growth: 58.2%
  • Share of layout cells above drive strength 1: 4.02%
  • FILL cells: 984
  • Final Util: 42.7%
  • Seq_cells: 0
  • Clock buffer count: 0
  • Register area: 0 µm²

Hold path
  • Hold Crit Class: primary input to primary output
  • HP Start: b[0]
  • WHS Path Cells: 3
  • Hold Path End: sum[0]

Global route
  • Grt total ovfl: 0
  • First-pass GRT wire length: 13,800 µm
  • Initial antenna violation count: 0
  • Gr usage total: 11.6%
  • Vias in the first global route: 2,788
  • Largest net degree at the start of global routing: 27

Status
  • Outcome: finished clean
-- cell type report --
| cell class | count | area (µm²) | area share, % |
|---|---|---|---|
| timing repair buffer | 130 | 1300 | 32.7 |
| multi-input combinational | 305 | 2360 | 59.6 |
| inverter | 38 | 143 | 3.60 |
| tap | 129 | 161 | 4.07 |
-- through the flow --
stage	std cells	power [µW]	instance area, µm²
after global placement	602	89.8	3970
after global routing	602	99.4	3970
after detailed placement	602	90.2	3970
final	602	88.9	3970
after floorplan	343	41.2	2510
after CTS	602	90.8	3970
-- logic make-up (layout without fill, tap and decap cells) --
kind of cell,count (synthesis),count (layout),share of synthesized area (%)
adder cells (fa/ha/maj),57,57,30.5
buffers and inverters,38,168,5.69
AND/OR/NAND/NOR,102,102,20.1
AND-OR/OR-AND,113,113,32.1
XOR/XNOR,33,33,11.5
-- power by group through the flow --
stage	Clock, µW	Sequential [µW]	Combinational, µW
after CTS	0	0	90.8
final	0	0	88.9
after global routing	0	0	99.4
-- per-layer routing --
metal / vias up / routed length [µm] / track usage (%)
li1: 1519 / - / -
met1: 1287 / 3780 / 15.3
met2: 64 / 4060 / 20.3
met3: 2 / 359 / 1.60
met4: 0 / 34 / 0.464
met5: - / 0 / 0
-- placed cells by master, fill, tap and decap left out, drive strengths merged, types with 2 or more instances in the layout --
cell type        n
clkdlybuf4s50  129
fa               7
or4b             3
a211oi           6
xor2             6
nand3b           2
nor2            36
o311ai           3
and2             3
a2111oi          3
o21bai           9
inv             38
a211o            3
o21ai           17
o21a             7
nand4            5
a21oi           35
or3              2
a21boi           4
a221oi           3
nand3            5
o31ai            2
nand2           23
ha              50
a31oi            4
nor3            10
a21o            10
xnor2           27
nand2b           6
-- worst max-delay path by stage --
stage | cells past startpoint | from | end | slack [ns]
4_1_cts | 15 | a[26] | sum[48] | 14.52
5_1_grt | 15 | a[26] | sum[48] | 14.29
6_report | 15 | a[26] | sum[48] | 14.55
No activity file was given, so power comes from the tool's default toggle rates.
