==> design.v <==
module cim_array(
    input clk,
    input [7:0] WA0,
    input [7:0] WA1,
    input [23:0] D,
    output [95:0] nW0_low, nW0_high,
    output [95:0] nW1_low, nW1_high
);
    cim_bank bank0 (
        .clk(clk), .WA(WA0), .D(D),
        .nW_low(nW0_low), .nW_high(nW0_high)
    );
    cim_bank bank1 (
        .clk(clk), .WA(WA1), .D(D),
        .nW_low(nW1_low), .nW_high(nW1_high)
    );
endmodule
module cim_bank(
    input clk,
    input [7:0] WA,          
    input [23:0] D,          
    output [95:0] nW_low,    
    output [95:0] nW_high    
);
    reg [23:0] mem [0:7];
    wire [95:0] W_low_internal;
    wire [95:0] W_high_internal;
    integer i;
    always @(posedge clk) begin
        for (i = 0; i < 8; i = i + 1) begin
            if (WA[i]) begin
                mem[i] <= D;
            end
        end
    end
    genvar j;
    generate
        for (j = 0; j < 8; j = j + 1) begin
            assign W_low_internal[j*12 +: 12] = mem[j][11:0];
            assign W_high_internal[j*12 +: 12] = mem[j][23:12];
        end
    endgenerate
    assign nW_low = ~W_low_internal;
    assign nW_high = ~W_high_internal;
endmodule
==> run.sh <==
#!/bin/bash
# OpenROAD 26Q1-2900-gdf79404cd8, Yosys 0.63+post, stock flow scripts
make -C /OpenROAD-flow-scripts/flow DESIGN_CONFIG=/design/flow/config.mk WORK_HOME=/design/flow/orfs finish
==> config.mk <==
export PLATFORM = sky130hd
export DESIGN_NAME = cim_array
export DESIGN_NICKNAME = cim_array
export VERILOG_FILES = /design/flow/design.v
export SDC_FILE = /design/flow/constraint.sdc
export NUM_CORES = 4
export LEC_CHECK = 1
export CORE_UTILIZATION = 30
==> constraint.sdc <==
current_design cim_array

set clk_period 1.0
set clk_io_pct 0.2

create_clock -name clk0 -period $clk_period [get_ports {clk}]

set non_clock_inputs [all_inputs -no_clocks]
set_input_delay [expr $clk_period * $clk_io_pct] -clock clk0 $non_clock_inputs
set_output_delay [expr $clk_period * $clk_io_pct] -clock clk0 [all_outputs]
==> flow_metrics.tcl <==
# flow metrics
set metrics [dict create \
    yosysTopAreaCellShare 0.889 \
    period_minus_slack_ns 1.30 \
    logic_area_um2 0 \
    synth-async-reset-ratio 0 \
    routedWlPerCell_um 18.1 \
    hold_class "input pin to flip-flop" \
    cts_tree "yes" \
    dp_hpwl_mm 24.4 \
    crit_path_start_kind "flip-flop" \
    pin_count 425 \
    dpl_cell_area_um2 18700 \
    final_antenna_net_count 0 \
    top_layer "met5" \
    dieArea_um2 44100 \
    clk_path_buf_depth 3 \
    via_per_inst 3.85 \
    numCtsBuffers 40 \
    min_to "bank1.mem[2][15]" \
    rsz0062_at_grt "yes" \
    leakagePower_nw 8.48 \
    crit_arrival_ns 1.10 \
    area_growth_pct 38.8 \
    edf_count 384 \
    tool_warnings 27 \
    setup_viol 384 \
    port_buffers 424 \
    overflow 0 \
    fillers 3902 \
    worstSetupPathType "flip-flop to primary output" \
    grt_pass1_wl_mm 49.3 \
    wl_met2_mm 15.9 \
    power_density_nw_per_um2 2000 \
    max-cap-violations 0 \
    dp_slack_ns -0.120 \
    drv_slew 0 \
    comb.multi_input.count 0 \
    met3_length_mm 5.62 \
    synth_seq_share 0.889 \
    min_path_cells 2 \
    setup_ws_ns -0.295 \
    worstMarginPinSlew_ns 0.192 \
    ys_types 2 \
    globalRouteTotalUtil 0.167 \
    antenna_found_initial 4 \
    drt-met1-wl_mm 12.1 \
    violations "negative setup slack" \
    slew_headroom 0.872 \
    htreeDepth 2 \
    max_freq_ghz 0.772 \
    layout-drive-gt1-share 0.402 \
    core_area_um2 42300 \
    status "finished with violations" \
    routed_wl_mm 34.4 \
    placed_cells 1829 \
    fp.dieW_um 210 \
    crit_fanout 1 \
    flop_cell "edfxtp_1" \
    clockRootBuffer "clkbuf_16" \
    largest_area_cell "edfxtp_1" \
    ir_drop_mv 1.38 \
    avgSynthCellArea_um2 16.9 \
    grt_pass1_vias 7690 \
    cp-end-kind "primary output" \
    floorplan.core_util 0.307 \
    instances_no_fill 1905 \
    synthCells 768 \
    ys_chip_area_um2 13000 \
    synthTopCellsByCount "edfxtp_1, inv_1" \
    hold_viol_final 0 \
    die_y_um 210 \
    period_used_share 1.30 \
    finish.instance_area_um2 18000 \
    top_cells_by_area "edfxtp_1, inv_1" \
    rows 75 \
    cp-startpoint "bank1.mem[2][22]" \
    numClockSinks 384 \
    synth_area_um2 13000 \
    clkTransAtPathRegs_ns 0.06 \
    place.gp.congestion 0.806 \
    ys.flops 384 \
    via_count 7337 \
    dr.pass1.iters 4 \
    hold_start "WA1[2]" \
    grt_max_degree 18 \
    required_ns 0.80 \
    final_util 0.426 \
    ys_cells 768 \
    drc_errors 0 \
    ys_warn_count 2 \
    drtIter0Drc 238 \
]
==> stage by stage <==
| step | hold WS, ns | total power [mW] | TNS, ns |
|---|---|---|---|
| final | 0.0675 | 36.1 | -95.89 |
| after global routing | 0.0526 | 37.5 | -120.48 |
| after CTS | 0.0307 | 36.6 | -114.52 |
| after detailed placement | 0.627 | 23.7 | -53.51 |
| after global placement | 0.628 | 23.7 | -53.05 |
| after floorplan | 0.299 | 19.8 | 0 |
==> sequential cells by signal (all words and copies together), names as in the netlist <==
register / cells
bank0.mem: 192
bank1.mem: 192
==> worst max path at each step <==
| stage | endpoint | slack [ns] | depth (start not counted) |
|---|---|---|---|
| final | nW1_high[34] | -0.30 | 2 |
| after CTS | nW0_low[27] | -0.34 | 2 |
| after global routing | nW0_high[22] | -0.38 | 2 |
==> power breakdown <==
part	switching [mW]	internal, mW
registers	0.307	19.1
clock network	5.93	8.04
logic	1.36	1.33
total	7.60	28.5
==> worst max-delay path, stage by stage (launching register included) <==
cell and delay, ns:
edfxtp_1 0.37, inv_1 0.07, buf_2 0.10
==> cell families after synthesis <==
logic type             count (synthesis)  synth area share
buffers and inverters                384             0.111
DFF                                  384             0.889
==> layout make-up <==
| class | count | area [um^2] | share of cell area |
|---|---|---|---|
| Antenna cell | 3 | 7.51 | 0.000417 |
| Clock buffer | 49 | 1060 | 0.0586 |
| Clock inverter | 24 | 170 | 0.00945 |
| Inverter | 384 | 1440 | 0.0800 |
| Sequential cell | 384 | 11500 | 0.640 |
| Tap cell | 577 | 722 | 0.0401 |
| Timing Repair Buffer | 484 | 3080 | 0.171 |
==> per-layer routing <==
layer  vias to the layer above  GRT usage
met1                      3380      0.207
met2                       481      0.251
met4                         4     0.0350
li1                       3417          -
met5                         -          0
met3                        55      0.116
==> layout by cell type (no fill, tap or decap), drive strengths merged <==
master and count:
buf 460, bufinv 2, clkbuf 49, clkdlybuf4s50 24
clkinv 18, clkinvlp 1, diode 3, edfxtp 384
inv 387
==> what timing repair did <==
item	in CTS	in global routing
resized	1245	11
setup buffers	0	0
hold buffers	0	0
setup endpoints to repair	384	384
cloned	0	0
Power and IR drop assume default switching activity.
